==> design/flow/design.v <==
module symbol_encoder(ss_Flip, ss_Rotate, ss_Polarity, clk, rst, wire_state);
input ss_Flip;
input ss_Rotate;
input ss_Polarity;
input clk, rst;
parameter pos_x = 3'b000; parameter neg_x = 3'b001;
parameter pos_y = 3'b010; parameter neg_y = 3'b011;
parameter pos_z = 3'b100; parameter neg_z = 3'b101;
output [2:0] wire_state;
reg [2:0] FRP;
reg [2:0] p_state, n_state;
assign wire_state = p_state;
always @(posedge clk or posedge rst) begin
		if(rst)
		p_state <= 3'b000;
		else
		p_state <= n_state;
end
assign FRP = {ss_Flip, ss_Rotate, ss_Polarity};
always @(p_state or FRP) begin
	n_state = 3'b000;
	case(p_state)
		pos_x: if(FRP == 3'b000)
				n_state = pos_z;
			else if(FRP == 3'b001)
				n_state = neg_z;
			else if(FRP == 3'b010)
				n_state = pos_y;
			else if(FRP == 3'b011)
				n_state = neg_y;
			else if(FRP == 3'b100)
				n_state = neg_x;
		pos_y: if(FRP == 3'b000)	
				n_state = pos_x;
			else if(FRP == 3'b001)
				n_state = neg_x;
			else if(FRP == 3'b010)
				n_state = pos_z;
			else if(FRP == 3'b011)
				n_state = neg_z;
			else if(FRP == 3'b100)
				n_state = neg_y;
		pos_z: if(FRP == 3'b000)
				n_state = pos_y;
			else if(FRP == 3'b001)
				n_state = neg_y;
			else if(FRP == 3'b010)
				n_state = pos_x;
			else if(FRP == 3'b011)
				n_state = neg_x;
			else if(FRP == 3'b100)
				n_state = neg_z;
		neg_x: if(FRP == 3'b000)
				n_state = neg_z;
			else if(FRP == 3'b001)
				n_state = pos_z;
			else if(FRP == 3'b010)
				n_state = neg_y;
			else if(FRP == 3'b011)
				n_state = pos_y;
			else if(FRP == 3'b100)
				n_state = pos_x;
		neg_y: if(FRP == 3'b000)
				n_state = neg_x;
			else if(FRP == 3'b001)
				n_state = pos_x;
			else if(FRP == 3'b010)
				n_state = neg_z;
			else if(FRP == 3'b011)
				n_state = pos_z;
			else if(FRP == 3'b100)
				n_state = pos_y;
		neg_z: if(FRP == 3'b000)
				n_state = neg_y;
			else if(FRP == 3'b001)
				n_state = pos_y;
			else if(FRP == 3'b010)
				n_state = neg_x;
			else if(FRP == 3'b011)
				n_state = pos_x;
			else if(FRP == 3'b100)
				n_state = pos_z;
	endcase
end
endmodule
==> design/flow/run.sh <==
#!/bin/bash
# OpenROAD 26Q1-2900-gdf79404cd8, Yosys 0.63+post, stock flow scripts
make -C /OpenROAD-flow-scripts/flow DESIGN_CONFIG=/design/flow/config.mk WORK_HOME=/design/flow/orfs finish
==> design/flow/config.mk <==
export PLATFORM = sky130hd
export DESIGN_NAME = symbol_encoder
export DESIGN_NICKNAME = symbol_encoder
export VERILOG_FILES = /design/flow/design.v
export SDC_FILE = /design/flow/constraint.sdc
export NUM_CORES = 4
export LEC_CHECK = 1
export CORE_AREA = 10 10 70 70
export DIE_AREA = 0 0 80 80
==> design/flow/constraint.sdc <==
current_design symbol_encoder

set clk_period 1.7
set clk_io_pct 0.2

create_clock -name clk0 -period $clk_period [get_ports {clk}]

set non_clock_inputs [all_inputs -no_clocks]
set_input_delay [expr $clk_period * $clk_io_pct] -clock clk0 $non_clock_inputs
set_output_delay [expr $clk_period * $clk_io_pct] -clock clk0 [all_outputs]
==> results.json <==
{
  "overflow": 0,
  "powerDensity_nw_per_um2": 808.0,
  "use_met2_pct": 2.087,
  "critical_path.slowest_cell": "clkdlybuf4s50_1",
  "worst-path-buf-inv": 1,
  "largest_reg_flops": 3,
  "fp_util_pct": 5.311,
  "cpPeakStageDelay_ns": 0.51,
  "power_uw": 270.9,
  "io_buffers": 7,
  "drt_iter0_markers": 5,
  "drv_cap": 0,
  "ys_seq_share_pct": 41.38,
  "path_cells": "clkdlybuf4s50_1",
  "rows": 21,
  "grt_pass1_wl_um": 848,
  "routedWlPerCell_um": 6.658,
  "rsz0062_at_grt": "no",
  "top_usage_layer": "met3",
  "globalplace.congestion": 0.7440,
  "die_w_um": 80,
  "clockBufferDepth": 2,
  "hp-class": "input port to asynchronous set/reset pin",
  "syn_avg_cell_area_um2": 9.549,
  "cts_tree": "yes",
  "first_pass_iters": 3,
  "max_freq_mhz": 658.5,
  "critical_path_required_ns": 1.36,
  "top_regs": "p_state x3",
  "min_period_ns": 1.519,
  "top_register": "p_state",
  "clock-skew-final_ns": 0.0007014,
  "yosys_area_um2": 181.4,
  "crit_fanout": 7,
  "drive_gt1_share_pct": 20.00,
  "synth.distinct_cells": 13,
  "status": "completed",
  "cp.arrival_ns": 1.18,
  "numSynthFlops": 3,
  "vias_per_cell": 2.474,
  "cts.repair.resized": 0,
  "drc": 0,
  "cts_buffers": 3,
  "synthesis.yosys.warnings": 2,
  "grtUsageTotal_pct": 1.714,
  "worstMarginPinSlew_ns": 0.2230,
  "dpl.hpwl_um": 410.2,
  "crit_family": "buffers and inverters",
  "grt_max_degree": 8,
  "ir_worst_vdd_uv": 114.9,
  "wirelength_um": 506,
  "syn_area_um2": 181.4,
  "cp-end-kind": "output port",
  "relSlewSlack_pct": 85.08,
  "core_area_um2": 3416,
  "syn_inst": 19,
  "finalClockPeriodUsage_pct": 89.33,
  "warning_count": 25,
  "h-tree-depth": 1,
  "io-pin-count": 8,
  "drv_slew": 0,
  "antenna_found_initial": 0,
  "hold_violations": 0,
  "p_leak_nw": 0.1132,
  "path_clk_slew_ns": 0.04,
  "postCtsSetupRepairBufs": 0,
  "worstSkewPairLatency_ns": 0.23,
  "grt_pass1_vias": 219,
  "tns_ns": 0,
  "syn_to_final_growth_pct": 84.83,
  "chip_area_um2": 6400,
  "grt_use_met1_pct": 1.530,
  "chipHeight_um": 80,
  "worstSetupPathType": "flip-flop to output port",
  "crit_path_start_kind": "flip-flop",
  "grt.met3_usage_pct": 2.386,
  "ant_nets": 0,
  "cts_root_buf": "clkbuf_4",
  "cts.sinks": 3,
  "ys_cells": 19,
  "setup_viol": 0,
  "vias": 188,
  "hold_buffers": 0,
  "num_antenna_cells": 0
}
## per-layer routing
metal	vias up	wire, µm
met2	14	150
li1	93	-
met5	-	0
met3	0	125
met4	0	0
met1	81	230
## logic make-up after synthesis
group / count (synthesis) / synth area share, %
simple gates: 9 / 35.16
flops: 3 / 41.38
compound gates: 5 / 19.31
buf+inv: 2 / 4.139
## power by group
part	internal (mW)	switching [mW]	total [mW]
Clock	0.0877	0.0335	0.121
Combinational	0.0361	0.0197	0.0558
Sequential	0.0808	0.0131	0.0939
Total	0.205	0.0663	0.271
## area by class of cell
| class | instances | area, µm² |
|---|---|---|
| clock buffers | 4 | 26.28 |
| fillers | 402 | 3080 |
| inverters | 2 | 7.507 |
| multi-input cells | 14 | 98.84 |
| flip-flops and latches | 3 | 75.07 |
| well taps | 46 | 57.56 |
| repair buffers | 7 | 70.07 |
## through the flow
| step | worst slack (ns) | utilization, % | hold WS [ns] | std cells | instance area [µm²] |
|---|---|---|---|---|---|
| 4_1_cts | 0.1662 | 9.817 | 0.3024 | 76 | 335.3 |
| 5_1_grt | 0.1211 | 9.817 | 0.3157 | 76 | 335.3 |
| 3_5_place_dp | 0.2516 | 9.048 | 0.5518 | 72 | 309.0 |
| 2_1_floorplan | 0.8356 | - | 0.09364 | 19 | 181.4 |
| 3_3_place_gp | 0.2788 | 9.048 | 0.5331 | 72 | 309.0 |
| 6_report | 0.1814 | 9.817 | 0.3015 | 76 | 335.3 |
## synthesized netlist by cell type, drive strengths merged
library cell,n,share of area (%)
nand2,1,2.1
nor3b,3,12
nor2,1,2.1
o31ai,1,6.9
inv,2,4.1
nor4b,1,8.3
nor2b,1,4.8
a21oi,2,5.5
o22ai,1,3.5
a31oi,1,3.5
nor3,1,2.8
nand3,1,2.8
dfrtp,3,41
## path summary, 6_finish.rpt
| kind | slack, ns | end | depth (start not counted) | startpoint |
|---|---|---|---|---|
| worst max-delay path | 0.18 | wire_state[1] | 1 | p_state[1]$_DFF_PP0_ |
| worst min-delay path | 0.30 | p_state[2]$_DFF_PP0_ | 2 | rst |
| worst max register to register | 0.73 | p_state[2]$_DFF_PP0_ | 3 | p_state[2]$_DFF_PP0_ |
| worst min register to register | 0.56 | p_state[0]$_DFF_PP0_ | 1 | p_state[2]$_DFF_PP0_ |
| max in group asynchronous | 1.27 | p_state[1]$_DFF_PP0_ | 2 | rst |
| min in group clk0 | 0.56 | p_state[0]$_DFF_PP0_ | 1 | p_state[2]$_DFF_PP0_ |
## cell usage in the layout (no fill, tap or decap)
cell type,instances
nor3b_1,3
nand2_1,1
a21oi_1,2
inv_1,2
nand3_1,1
clkbuf_4,3
nor2b_2,1
a31oi_1,1
o31ai_2,1
o22ai_1,1
nor3_1,1
dfrtp_1,3
clkdlybuf4s50_1,7
clkbuf_1,1
nor2_1,1
nor4b_2,1
Power figures rest on the tool's default switching activity, not on a simulated workload.
