==> design.v <==
`timescale 1ps / 1ps
module demapping_16bit (
	rx_pol,
	rx_rot,
	rx_flip,
	rx_data
);
	input	[6:0]	rx_pol;
	input	[6:0]	rx_rot;
	input	[6:0]	rx_flip;
	output	[15:0]	rx_data;
	reg	[15:0]	w_table;
	reg	[12:0]	w_mux_val;
	always @* begin
		case ( rx_flip[6:0] )
			7'h00 : begin
					w_table[15:14] = 2'b00;
					w_table[13:12] = 2'b00;	 
					w_table[11:10] = 2'b00;	 
					w_mux_val = 13'b0000000000000;
				end		
			7'h01 : begin
					w_table[15:14] = 2'b01;
					w_table[13:12] = 2'b00;
					w_table[11:10] = 2'b00;	 
					w_mux_val = 13'b1010101010101;
				end		
			7'h02 : begin
					w_table[15:14] = 2'b01;
					w_table[13:12] = 2'b01;
					w_table[11:10] = 2'b00;	 
					w_mux_val = 13'b1010101010100;
				end		
			7'h04 : begin
					w_table[15:14] = 2'b01;
					w_table[13:12] = 2'b10;
					w_table[11:10] = 2'b10;	 
					w_mux_val = 13'b1010101010000;
				end		
			7'h08 : begin
					w_table[15:14] = 2'b01;
					w_table[13:12] = 2'b11;
					w_table[11:10] = 2'b00;	 
					w_mux_val = 13'b1010101000000;
				end		
			7'h10 : begin
					w_table[15:14] = 2'b10;
					w_table[13:12] = 2'b00;
					w_table[11:10] = 2'b00;	 
					w_mux_val = 13'b1010100000000;
				end		
			7'h20 : begin
					w_table[15:14] = 2'b10;
					w_table[13:12] = 2'b01;
					w_table[11:10] = 2'b00;	 
					w_mux_val = 13'b1010000000000;
				end	
			7'h40 : begin	
					w_table[15:14] = 2'b10;
					w_table[13:12] = 2'b10;
					w_table[11:10] = 2'b00;	 
					w_mux_val = 13'b1000000000000;
				end
			7'h03 : begin
					w_table[15:14] = 2'b10;
					w_table[13:12] = 2'b11;
					w_table[11:10] = 2'b00;
					w_mux_val = 13'b1101010101010;
				end		
			7'h05 : begin
					w_table[15:14] = 2'b10;
					w_table[13:12] = 2'b11;
					w_table[11:10] = 2'b01;
					w_mux_val = 13'b1101010101001;
				end		
			7'h09 : begin
					w_table[15:14] = 2'b10;
					w_table[13:12] = 2'b11;
					w_table[11:10] = 2'b10;
					w_mux_val = 13'b1101010100101;
				end		
			7'h11 : begin
					w_table[15:14] = 2'b10;
					w_table[13:12] = 2'b11;
					w_table[11:10] = 2'b11;
					w_mux_val = 13'b1101010010101;
				end		
			7'h21 : begin
					w_table[15:14] = 2'b11;
					w_table[13:12] = 2'b00;
					w_table[11:10] = 2'b00;
					w_mux_val = 13'b1101001010101;
				end		
			7'h41 : begin
					w_table[15:14] = 2'b11;
					w_table[13:12] = 2'b00;
					w_table[11:10] = 2'b01;
					w_mux_val = 13'b1100101010101;
				end		
			7'h06 : begin
					w_table[15:14] = 2'b11;
					w_table[13:12] = 2'b00;
					w_table[11:10] = 2'b10;
					w_mux_val = 13'b1101010101000;
				end		
			7'h0a : begin
					w_table[15:14] = 2'b11;
					w_table[13:12] = 2'b00;
					w_table[11:10] = 2'b11;
					w_mux_val = 13'b1101010100100;
				end		
			7'h12 : begin
					w_table[15:14] = 2'b11;
					w_table[13:12] = 2'b01;
					w_table[11:10] = 2'b00;
					w_mux_val = 13'b1101010010100;
				end		
			7'h22 : begin
					w_table[15:14] = 2'b11;
					w_table[13:12] = 2'b01;
					w_table[11:10] = 2'b01;
					w_mux_val = 13'b1101001010100;
				end		
			7'h42 : begin
					w_table[15:14] = 2'b11;
					w_table[13:12] = 2'b01;
					w_table[11:10] = 2'b10;
					w_mux_val = 13'b1100101010100;
				end		
			7'h0c : begin
					w_table[15:14] = 2'b11;
					w_table[13:12] = 2'b01;
					w_table[11:10] = 2'b11;
					w_mux_val = 13'b1101010100000;
				end		
			7'h14 : begin
					w_table[15:14] = 2'b11;
					w_table[13:12] = 2'b10;
					w_table[11:10] = 2'b00;
					w_mux_val = 13'b1101010010000;
				end		
			7'h24 : begin
					w_table[15:14] = 2'b11;
					w_table[13:12] = 2'b10;
					w_table[11:10] = 2'b01;
					w_mux_val = 13'b1101001010000;
				end		
			7'h44 : begin
					w_table[15:14] = 2'b11;
					w_table[13:12] = 2'b10;
					w_table[11:10] = 2'b10;
					w_mux_val = 13'b1100101010000;
				end		
			7'h18 : begin
					w_table[15:14] = 2'b11;
					w_table[13:12] = 2'b10;
					w_table[11:10] = 2'b11;
					w_mux_val = 13'b1101010000000;
				end		
			7'h28 : begin
					w_table[15:14] = 2'b11;
					w_table[13:12] = 2'b11;
					w_table[11:10] = 2'b00;
					w_mux_val = 13'b1101001000000;
				end		
			7'h48 : begin
					w_table[15:14] = 2'b11;
					w_table[13:12] = 2'b11;
					w_table[11:10] = 2'b01;
					w_mux_val = 13'b1100101000000;
				end		
			7'h30 : begin
					w_table[15:14] = 2'b11;
					w_table[13:12] = 2'b11;
					w_table[11:10] = 2'b10;
					w_mux_val = 13'b1101000000000;
				end		
			7'h50 : begin
					w_table[15:14] = 2'b11;
					w_table[13:12] = 2'b11;
					w_table[11:10] = 2'b11;
					w_mux_val = 13'b1100100000000;
				end	
			default : begin
					w_table[15:14] = 2'b10;
					w_table[13:12] = 2'b10;
					w_table[11:10] = 2'b00;
					w_mux_val = 13'b1000000000000;
				end	
		endcase
	end
	assign	rx_data[0] = (w_mux_val[1:0] == 2'b00) ? rx_pol[0] : (w_mux_val[1:0] == 2'b01) ? rx_pol[1] : (w_mux_val[1:0] == 2'b10) ? rx_pol[2] : 1'b0;
	assign	rx_data[1] = (w_mux_val[1:0] == 2'b00) ? rx_rot[0] : (w_mux_val[1:0] == 2'b01) ? rx_rot[1] : (w_mux_val[1:0] == 2'b10) ? rx_rot[2] : 1'b0;
	assign	rx_data[2] = (w_mux_val[3:2] == 2'b00) ? rx_pol[1] : (w_mux_val[3:2] == 2'b01) ? rx_pol[2] : (w_mux_val[3:2] == 2'b10) ? rx_pol[3] : 1'b0;
	assign	rx_data[3] = (w_mux_val[3:2] == 2'b00) ? rx_rot[1] : (w_mux_val[3:2] == 2'b01) ? rx_rot[2] : (w_mux_val[3:2] == 2'b10) ? rx_rot[3] : 1'b0;
	assign	rx_data[4] = (w_mux_val[5:4] == 2'b00) ? rx_pol[2] : (w_mux_val[5:4] == 2'b01) ? rx_pol[3] : (w_mux_val[5:4] == 2'b10) ? rx_pol[4] : 1'b0;
	assign	rx_data[5] = (w_mux_val[5:4] == 2'b00) ? rx_rot[2] : (w_mux_val[5:4] == 2'b01) ? rx_rot[3] : (w_mux_val[5:4] == 2'b10) ? rx_rot[4] : 1'b0;
	assign	rx_data[6] = (w_mux_val[7:6] == 2'b00) ? rx_pol[3] : (w_mux_val[7:6] == 2'b01) ? rx_pol[4] : (w_mux_val[7:6] == 2'b10) ? rx_pol[5] : 1'b0;
	assign	rx_data[7] = (w_mux_val[7:6] == 2'b00) ? rx_rot[3] : (w_mux_val[7:6] == 2'b01) ? rx_rot[4] : (w_mux_val[7:6] == 2'b10) ? rx_rot[5] : 1'b0;
	assign	rx_data[8] = (w_mux_val[9:8] == 2'b00) ? rx_pol[4] : (w_mux_val[9:8] == 2'b01) ? rx_pol[5] : (w_mux_val[9:8] == 2'b10) ? rx_pol[6] : 1'b0;
	assign	rx_data[9] = (w_mux_val[9:8] == 2'b00) ? rx_rot[4] : (w_mux_val[9:8] == 2'b01) ? rx_rot[5] : (w_mux_val[9:8] == 2'b10) ? rx_rot[6] : 1'b0;
	assign	rx_data[10] = (w_mux_val[11:10] == 2'b00) ? rx_pol[5] : (w_mux_val[11:10] == 2'b01) ? rx_pol[6] : (w_mux_val[11:10] == 2'b10) ? w_table[10] : 1'b0;
	assign	rx_data[11] = (w_mux_val[11:10] == 2'b00) ? rx_rot[5] : (w_mux_val[11:10] == 2'b01) ? rx_rot[6] : (w_mux_val[11:10] == 2'b10) ? w_table[11] : 1'b0;
	assign	rx_data[12] = (w_mux_val[12] == 1'b0) ? rx_pol[6] : (w_mux_val[12] == 1'b1) ? w_table[12] : 1'b0;
	assign	rx_data[13] = (w_mux_val[12] == 1'b0) ? rx_rot[6] : (w_mux_val[12] == 1'b1) ? w_table[13] : 1'b0;
	assign	rx_data[14] = w_table[14];
	assign	rx_data[15] = w_table[15];
endmodule
==> run.sh <==
#!/bin/bash
# OpenROAD 26Q1-2900-gdf79404cd8, Yosys 0.63+post, stock flow scripts
make -C /OpenROAD-flow-scripts/flow DESIGN_CONFIG=/design/flow/config.mk WORK_HOME=/design/flow/orfs finish
==> config.mk <==
export PLATFORM = sky130hd
export DESIGN_NAME = demapping_16bit
export DESIGN_NICKNAME = demapping_16bit
export VERILOG_FILES = /design/flow/design.v
export SDC_FILE = /design/flow/constraint.sdc
export NUM_CORES = 4
export LEC_CHECK = 1
export CORE_AREA = 10 10 100 100
export DIE_AREA = 0 0 110 110
==> constraint.sdc <==
current_design demapping_16bit

set clk_period 6.3
set clk_io_pct 0.2

create_clock -name clk0 -period $clk_period

set non_clock_inputs [all_inputs -no_clocks]
set_input_delay [expr $clk_period * $clk_io_pct] -clock clk0 $non_clock_inputs
set_output_delay [expr $clk_period * $clk_io_pct] -clock clk0 [all_outputs]
==> summary.rpt <==
FLOW METRICS REPORT
----------------------------------------------------
[Cells and area]
  Sequential cell count of the final layout ........................ 0
  Top logic cell by instance count in the layout ........................ sky130_fd_sc_hd__clkdlybuf4s50_1
  Share of layout cells above drive strength 1 ........................ 0.0566
  Area overhead of the layout relative to synthesis ........................ 34.7%
  Sequential cell area in the final layout ........................ 0 sq um
  Most frequently placed logic cells in the final layout ........................ sky130_fd_sc_hd__clkdlybuf4s50_1 (37), sky130_fd_sc_hd__mux2i_1 (19), sky130_fd_sc_hd__nand2_1 (17), sky130_fd_sc_hd__o21ai_0 (17), sky130_fd_sc_hd__nor2_1 (17)
  Non-filler instance count after layout ........................ 314
  Number of clock buffers in the layout ........................ 0

[Clocking]
  Total of hold buffers inserted after clock tree synthesis ........................ 0
  Number of instances resized during post-cts repair ........................ 0
  Buffers inserted by post-CTS timing repair ........................ 0

[Worst setup path]
  Critical path start-end classification ........................ in2out
  Required time of the critical path ........................ 5040 ps
  Worst setup SP type ........................ input port
  CP Data Arrival Time ........................ 4250 ps
  Maximum fanout count along the critical path ........................ 9
  Worst setup path startpoint ........................ rx_flip[0]
  Endpoint kind of the worst setup timing path ........................ primary output

[Route]
  Detailed-route via count ........................ 1,493
  Total Wirelength ........................ 4400 um
  DRT antenna net count ........................ 0
  Routed len/inst ........................ 14.0 um
  DR DRC count ........................ 0
  Number of iterations in the first detailed-routing pass ........................ 4
  Vias per std cell ........................ 4.75
  Iteration-0 DRC count of the detailed router ........................ 234
  Antenna fix cells ........................ 0

[Power]
  Maximum VDD drop ........................ 0.0180 mV
  Cell leakage power ........................ 0.000614 uW
  Power density relative to cell area ........................ 66.0 mW/mm^2

[Global route]
  Global Route met2 Usage ........................ 0.105
  Sum of overflow across all layers after global routing ........................ 0
  Number of antenna violations at the first check in global routing ........................ 0
  Met3 track demand over resource in global routing ........................ 0.0141
  Global-route wire length before repair ........................ 7080 um
  Maximum number of pins on one net before global-route repair ........................ 26
  GR peak layer ........................ met1
  Overall global routing resource usage ........................ 0.0696
  Via count of the first global-routing pass ........................ 1,387
  GRT met1 Usage ........................ 0.106

[Flow run]
  Tool warnings ........................ 36
  Max_cap viols ........................ 0

[Timing]
  Tcrit/Tclk final ........................ 0.875
  Slew @ Worst Pin ........................ 737 ps
  Worst slew margin relative to its limit ........................ 0.507
  Tightest hold margin ........................ 3520 ps
  Shortest clock period the worst path allows after layout ........................ 5510 ps
  Setup_tns ........................ 0 ps
  Unrepaired setup endpoints after global routing ........................ no
  Maximum achievable frequency ........................ 181 MHz
  Setup violation total in the final timing report ........................ 0
  Endpoints failing hold ........................ 0
  Count of final max-slew check failures ........................ 0

[Yosys]
  Synth unique cells ........................ 50
  Cell taking the most area after synthesis ........................ sky130_fd_sc_hd__mux2i_1
  Area of the mapped netlist ........................ 0.00123 sq mm
  YS chip area ........................ 0.00123 sq mm
  Share of the synthesized area in the top cell type ........................ 0.155
  Cell count after synthesis ........................ 188
  Seq/Total Area, Yosys ........................ 0
  Mean instance size in the synthesized netlist ........................ 6.52 sq um
  Top cells by area ........................ sky130_fd_sc_hd__mux2i_1 (16%), sky130_fd_sc_hd__o21ai_0 (6.9%), sky130_fd_sc_hd__nand2_1 (5.2%), sky130_fd_sc_hd__nor2_1 (5.2%), sky130_fd_sc_hd__ha_1 (5.1%)
  Cell count listed in synth_stat.txt ........................ 188
  Yosys Warn Count ........................ 1

[Floorplanning]
  Count of pins on the block boundary ........................ 37
  Height of the chip ........................ 110 um
  Initial Utilization ........................ 0.157
  Core region area ........................ 0.00781 sq mm
  Die Span X ........................ 110 um
  Standard-cell row count ........................ 32
  Die area ........................ 0.0121 sq mm

[Status]
  Outcome ........................ finished clean

[Placed design]
  Placed wire-length estimate after detailed placement ........................ 3520 um
  Count of input and output buffers ........................ 37
  Placed Instances ........................ 314
  GP Congestion ........................ 0.903

[Hold path]
  Origin of the worst min-delay path ........................ rx_rot[5]
  Worst hold-check path type ........................ in2out

----------------------------------------------------
==> per-stage QoR <==
step	utilization	total power (uW)	instance area, sq um	setup WS [ps]
floorplan	-	62.3	1230	2300
global placement	0.212	109	1650	884
detailed placement	0.212	108	1650	800
CTS	0.212	109	1650	778
global route	0.212	121	1650	555
finish	0.212	109	1650	788
==> kinds of logic after synthesis <==
group	Yosys count	share of synthesized area
multiplexers	20	0.164
adder cells (fa/ha/maj)	6	0.0592
AND-OR/OR-AND	61	0.344
XOR/XNOR	2	0.0143
buffers and inverters	25	0.105
AND/OR/NAND/NOR	74	0.313
==> critical path: stages <==
cell and delay (ps):
sky130_fd_sc_hd__clkdlybuf4s50_1 590, sky130_fd_sc_hd__inv_1 120, sky130_fd_sc_hd__ha_1 430, sky130_fd_sc_hd__mux2_2 320, sky130_fd_sc_hd__a211oi_1 390, sky130_fd_sc_hd__nor2_1 160
sky130_fd_sc_hd__o41ai_1 450, sky130_fd_sc_hd__clkdlybuf4s50_1 530
==> power breakdown <==
group / switching [uW] / internal [uW]
logic: 54.5 / 54.5
clock network: 0 / 0
registers: 0 / 0
total: 54.5 / 54.5
==> Yosys cell counts (2+ instances only) <==
cell and n:
sky130_fd_sc_hd__a211oi_1 4, sky130_fd_sc_hd__a21oi_1 10, sky130_fd_sc_hd__a22o_1 2, sky130_fd_sc_hd__a31oi_1 4, sky130_fd_sc_hd__and3_1 3, sky130_fd_sc_hd__buf_2 7
sky130_fd_sc_hd__buf_4 4, sky130_fd_sc_hd__clkbuf_1 3, sky130_fd_sc_hd__ha_1 5, sky130_fd_sc_hd__inv_1 9, sky130_fd_sc_hd__mux2i_1 19, sky130_fd_sc_hd__nand2_1 17
sky130_fd_sc_hd__nand3_1 5, sky130_fd_sc_hd__nand3b_1 2, sky130_fd_sc_hd__nor2_1 17, sky130_fd_sc_hd__nor2b_1 6, sky130_fd_sc_hd__nor3_1 10, sky130_fd_sc_hd__nor4_1 3
sky130_fd_sc_hd__o211ai_1 5, sky130_fd_sc_hd__o21ai_0 17, sky130_fd_sc_hd__o2bb2ai_1 4, sky130_fd_sc_hd__o311ai_0 2, sky130_fd_sc_hd__o41ai_1 2, sky130_fd_sc_hd__or2_2 2
==> metal layers <==
layer  share of wire  wire (um)
met5               0          0
met4               0          0
met3            0.10        451
met2            0.40       1780
met1            0.49       2170
==> worst paths after layout <==
check | to | slack [ps] | cells past startpoint
hold / removal | rx_data[7] | 3520 | 4
setup / recovery | rx_data[8] | 790 | 8
==> layout make-up <==
| type | count | area [sq um] |
|---|---|---|
| timing repair buffer | 40 | 393 |
| inverter | 9 | 33.8 |
| fill | 870 | 6160 |
| tap | 102 | 128 |
| multi-input combinational | 163 | 1100 |
No activity file was given, so power comes from the tool's default toggle rates.
